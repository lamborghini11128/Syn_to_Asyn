$ cat /design/flow/run.sh
#!/bin/bash
# OpenROAD 26Q1-2900-gdf79404cd8, Yosys 0.63+post, stock flow scripts
make -C /OpenROAD-flow-scripts/flow DESIGN_CONFIG=/design/flow/config.mk WORK_HOME=/design/flow/orfs finish
$ cat /design/flow/config.mk
export PLATFORM = sky130hd
export DESIGN_NAME = test1
export DESIGN_NICKNAME = test1
export VERILOG_FILES = /design/flow/design.v
export SDC_FILE = /design/flow/constraint.sdc
export NUM_CORES = 4
export LEC_CHECK = 1
export CORE_UTILIZATION = 50
$ cat /design/flow/constraint.sdc
current_design test1

set clk_period 3.7
set clk_io_pct 0.2

create_clock -name clk0 -period $clk_period [get_ports {clk}]

set non_clock_inputs [all_inputs -no_clocks]
set_input_delay [expr $clk_period * $clk_io_pct] -clock clk0 $non_clock_inputs
set_output_delay [expr $clk_period * $clk_io_pct] -clock clk0 [all_outputs]
$ cat /design/flow/design.v
module test1( a, b, c, clk, rst );
    input  [7:0] a;
    input  [7:0] b;
    input        clk;
    input        rst;
    output [7:0] c;
    reg    [7:0] p1, next_p1;
    reg    [7:0] p2, next_p2;
    reg    [7:0] counter, next_counter;
    always@(*) begin
        if( rst )
            next_counter = 8'd0;
        else
            next_counter = counter + 8'd1;
    end
    always@(*) begin
        next_p1 = a + b;
    end
    always@(*) begin
        next_p2 = { 4'b0, p1[3:0] } * { 4'b0, p1[7:4] }; 
    end
    assign c = p2 * counter;
    always@( posedge clk ) begin 
        p1 = next_p1;
        p2 = next_p2;
        counter = next_counter;
    end
endmodule
==> flow_summary.yaml <==
# generated from flow reports
sta:
  period_used_share: 1.12
  finalHoldViolCount: 0
  fmax_mhz: 241
  fin_skew_ns: 0.00509
  tightest_slew_ns: 0.288
  relSlewSlack: 0.807
  finalWorstSetupSlack_ns: -0.454
  grt_setup_unrepaired: "true"
  setup_violations: 4
  slew_viol_final: 0
  period_needed_ns: 4.15
die:
  dieArea_sq_um: 4740
  rows: 23
  io_pins: 26
  core_sq_um: 4140
  dieHeight_um: 68.8
  fp_util: 0.539
  fp.dieW_um: 68.8
finish:
  most-common-layout-cells: "inv_1, ha_1, and2_1"
  drive_gt1_frac: 0.264
  lay_top_count: "inv_1"
  fillers: 345
  utilization: 0.714
  final_cell_area_sq_um: 2960
  syn_to_final_growth_pct: 32.5
synth:
  ys_area_sq_um: 2230
  postSynthCellCount: 243
  ys_sh_aoi: 0.0544
  ys_warn_count: 1
  topCellsByArea: "dfxtp_1, ha_1, fa_1"
  ys_sh_adder: 0.354
  mux_share: 0
  yosysUniqueCellTypes: 23
  ys_sh_simple: 0.171
  ys_seq_frac: 0.215
  ys_cells: 243
  synth_area_sq_um: 2230
  synth_flops: 24
  ys_top_logic_family: "adder cells"
  syn_area_per_cell_sq_um: 9.19
  synth-xor-area-share: 0.129
  yosysTopAreaCellShare: 0.215
  top_area_cell: "dfxtp_1"
clock_tree:
  cts_tree: "built"
  ctsHtreeMaxLevel: 1
  cts_buffers: 3
  clkSinkCount: 24
  insertion_delay_ns: 0.26
  cts_root_buf: "clkbuf_8"
  cts_buffer_depth: 2
  clkSlewWorstSetupHoldPaths_ns: 0.09
  postCtsHoldBufs: 0
status:
  failed_checks: "setup timing"
  outcome: "finished with violations"
pwr:
  p_switching_w: 0.000410
  switching_share: 0.330
  p_leak_nw: 1.45
  powerDensity_nw_per_um2: 420
  p_int_w: 0.000833
  p_comb_frac: 0.511
  ir_worst_vdd_mv: 0.264
  total_power_w: 0.00124
  p_seq_frac: 0.306
  power.share.clock: 0.183
grt:
  antenna_found_initial: 0
  grt.overflow.total: 0
  grt_pass1_wl_mm: 6.57
  grt_pass1_vias: 1571
  grt_max_degree: 15
  track_usage: 0.199
route:
  wl_per_cell_um: 11.2
  dr.pass1.iters: 4
  vias: 1621
  ant_nets: 0
  totalWireLength_mm: 3.86
  drc_errors: 0
  drt-initial-drc-count: 30
  drt-vias-per-instance: 4.68
  antenna_cells: 0
setup_path:
  endpoint_kind: "primary output"
  crit_family: "adder cells"
  critPathLaunchType: "register"
  cp_slowest_cell: "fa_2"
  cpPeakStageDelay_ns: 0.56
  crit_buf_inv: 3
  required_ns: 2.96
  crit_type: "reg2out"
  path_cells: "and2_4 -> fa_2 -> inv_2 -> fa_1 -> fa_1 -> fa_2 -> inv_2 -> ha_4 -> a21oi_4 -> xnor2_2 -> xnor2_1 -> buf_2"
  cp.arrival_ns: 3.41
  path_max_fanout: 5
run:
  maxCapViolations: 0
  tool_warnings: 29
worst_hold_path:
  hold_path.class: "reg2reg"
placement:
  placedInstanceArea_sq_um: 2720
  hpwl_mm: 3.24
  dp_slack_ns: -0.632
  gp_congestion: 0.863
  portBuffers: 25
synth_stat cells, drive strengths merged:
cell type	number
a21o	6
a21oi	7
and2	34
and3	2
buf	3
clkbuf	1
dfxtp	24
fa	17
ha	36
inv	38
nand2	20
nand2b	1
nand3	4
nor2	10
nor2b	2
nor3	1
o21ai	2
o21bai	1
o41ai	1
xnor2	26
xor2	7
worst paths after layout:
check	from	to	slack, ns	cells past startpoint
min	p1[4]$_DFF_P_	p2[0]$_DFF_P_	0.50	1
max reg2reg	p1[7]$_DFF_P_	p2[7]$_DFF_P_	0.94	10
min reg2reg	p1[4]$_DFF_P_	p2[0]$_DFF_P_	0.50	1
max	p2[2]$_DFF_P_	c[7]	-0.45	12
worst reg2reg max path, delay by kind of cell, from the launching register on:
family	cells	cell delay, ns
AND-OR/OR-AND	4	0.64
buffers and inverters	1	0.05
adder cells (fa/ha/maj)	3	1.33
AND/OR/NAND/NOR	1	0.10
XOR/XNOR	1	0.16
flip-flops	1	0.40
metal layers:
| metal | GRT usage | share of wire | wire [um] | up-vias |
|---|---|---|---|---|
| met5 | 0 | 0 | 0 | - |
| met4 | 0.0153 | 0.0049 | 19 | 0 |
| met3 | 0.0333 | 0.033 | 129 | 4 |
| met2 | 0.365 | 0.51 | 1970 | 25 |
| met1 | 0.262 | 0.45 | 1740 | 736 |
| li1 | - | - | - | 856 |
flip-flops by register name, indices dropped and copies added (netlist names):
name / flops
counter: 8
p1: 8
p2: 8
stage by stage:
stage,setup TNS [ns],hold slack (ns),cells
floorplan,-0.0364,0.450,243
global placement,-1.41,0.492,336
detailed placement,-1.46,0.496,336
CTS,-1.35,0.502,346
global route,-1.59,0.534,346
finish,-1.02,0.496,346
cells by family (layout without fill, tap and decap cells):
logic type / after synthesis / in the layout
compound gates: 17 / 17
xor+xnor: 33 / 33
fa+ha+maj: 53 / 53
buf+inv: 42 / 95
flops: 24 / 24
simple gates: 74 / 74
final cells by class:
type                    count  area, sq um  area share
clock inverters             1         30.0      0.0102
well taps                  50         62.6      0.0212
flip-flops and latches     24          494       0.167
inverters                  38          143      0.0482
clock buffers               3         41.3      0.0140
repair buffers             53          452       0.153
multi-input cells         177         1740       0.587
power groups by stage:
stage / clock, W / sequential (W) / combinational, W
CTS: 0.000234 / 0.000380 / 0.000618
global route: 0.000248 / 0.000393 / 0.000735
finish: 0.000227 / 0.000381 / 0.000635
repair_timing:
action / in CTS / in global routing
setup buffers: 6 / 1
resized: 29 / 20
setup endpoints to repair: 4 / 4
pin swaps: 24 / 16
Power and IR drop assume default switching activity.
